<file path="./run.sh">
#!/bin/bash
# OpenROAD 26Q1-2900-gdf79404cd8, Yosys 0.63+post, stock flow scripts
make -C /OpenROAD-flow-scripts/flow DESIGN_CONFIG=/design/flow/config.mk WORK_HOME=/design/flow/orfs finish
</file>
<file path="./config.mk">
export PLATFORM = sky130hd
export DESIGN_NAME = display_ctrl
export DESIGN_NICKNAME = display_ctrl
export VERILOG_FILES = /design/flow/design.v
export SDC_FILE = /design/flow/constraint.sdc
export NUM_CORES = 4
export LEC_CHECK = 1
export CORE_AREA = 10 10 118 118
export DIE_AREA = 0 0 128 128
</file>
<file path="./constraint.sdc">
current_design display_ctrl

set clk_period 1.8
set clk_io_pct 0.2

create_clock -name clk0 -period $clk_period [get_ports {clk}]

set non_clock_inputs [all_inputs -no_clocks]
set_input_delay [expr $clk_period * $clk_io_pct] -clock clk0 $non_clock_inputs
set_output_delay [expr $clk_period * $clk_io_pct] -clock clk0 [all_outputs]
</file>
<file path="./design.v">
`timescale 1ns / 1ps
module display_ctrl(pattern, reset, clk, state);
	input clk;
	input reset;
	input [1:0] state;
	output [255:0] pattern;
	reg [255:0] pattern;
	reg [255:0] pattern_next;
	reg [3:0] count;
	reg [3:0] count_next;
	wire [255:0] LG0,LG1,LG2,LG3,LG4,LG5,LG6,LG7,LG8,LG9,LGS;
	parameter INIT = 2'b00;
	parameter RUN = 2'b01;
	parameter PAUSE = 2'b10;
	always @(posedge clk or negedge reset) begin
		if (reset == 1'b0) begin
			pattern <= 256'd0;
			count <= 4'd0;
		end 
		else begin
			pattern <= pattern_next;
			count <= count_next;
		end
	end
	always @(*) begin
		case(state)
			INIT:
				count_next = 0;
			RUN:
				if(count == 4'd10) count_next = 1;
				else count_next = count + 1'b1;
			PAUSE:
				count_next = count;
			default:
				count_next = 0;
		endcase
	end
	always @(*) begin
		pattern_next = 256'd0;
		case (count)
			4'd0: pattern_next = LGS;
			4'd1: pattern_next = LG0;
			4'd2: pattern_next = LG1;
			4'd3: pattern_next = LG2;
			4'd4: pattern_next = LG3;
			4'd5: pattern_next = LG4;
			4'd6: pattern_next = LG5;
			4'd7: pattern_next = LG6;
			4'd8: pattern_next = LG7;
			4'd9: pattern_next = LG8;
			4'd10: pattern_next = LG9;
		endcase
	end
	assign LG0[15*16+:16] = 16'b0000_0000_0000_0000;
	assign LG0[14*16+:16] = 16'b0000_1100_0000_0000;
	assign LG0[13*16+:16] = 16'b0001_1110_0000_0000;
	assign LG0[12*16+:16] = 16'b0000_1100_0000_0000;
	assign LG0[11*16+:16] = 16'b0000_0110_0000_0000;
	assign LG0[10*16+:16] = 16'b0000_0111_1000_0000;
	assign LG0[ 9*16+:16] = 16'b0000_0111_0100_0000;
	assign LG0[ 8*16+:16] = 16'b0000_1011_0010_0000;
	assign LG0[ 7*16+:16] = 16'b0001_0011_0010_0000;
	assign LG0[ 6*16+:16] = 16'b0000_0011_1000_0000;
	assign LG0[ 5*16+:16] = 16'b0000_0010_1000_0000;
	assign LG0[ 4*16+:16] = 16'b0000_0100_0111_0000;
	assign LG0[ 3*16+:16] = 16'b0000_0100_0000_1000;
	assign LG0[ 2*16+:16] = 16'b0000_0100_0001_0000;
	assign LG0[ 1*16+:16] = 16'b0001_1000_0000_0000;
	assign LG0[ 0*16+:16] = 16'b0000_0000_0000_0000;
	assign LG1[15*16+:16] = 16'b0000_0000_0000_0000;
	assign LG1[14*16+:16] = 16'b0000_1100_0000_0000;
	assign LG1[13*16+:16] = 16'b0001_1110_0000_0000;
	assign LG1[12*16+:16] = 16'b0000_1100_0000_0000;
	assign LG1[11*16+:16] = 16'b0000_0110_0000_0000;
	assign LG1[10*16+:16] = 16'b0000_0111_0000_0000;
	assign LG1[ 9*16+:16] = 16'b0000_0110_1000_0000;
	assign LG1[ 8*16+:16] = 16'b0000_1111_0100_0000;
	assign LG1[ 7*16+:16] = 16'b0001_0011_0100_0000;
	assign LG1[ 6*16+:16] = 16'b0000_0011_1000_0000;
	assign LG1[ 5*16+:16] = 16'b0000_0010_1000_0000;
	assign LG1[ 4*16+:16] = 16'b0000_0100_0110_0000;
	assign LG1[ 3*16+:16] = 16'b0000_1000_0010_0000;
	assign LG1[ 2*16+:16] = 16'b0000_0110_0110_0000;
	assign LG1[ 1*16+:16] = 16'b0000_0010_0000_0000;
	assign LG1[ 0*16+:16] = 16'b0000_1110_0000_0000;
	assign LG2[15*16+:16] = 16'b0000_0000_0000_0000;
	assign LG2[14*16+:16] = 16'b0000_1100_0000_0000;
	assign LG2[13*16+:16] = 16'b0001_1110_0000_0000;
	assign LG2[12*16+:16] = 16'b0000_1100_0000_0000;
	assign LG2[11*16+:16] = 16'b0000_0110_0000_0000;
	assign LG2[10*16+:16] = 16'b0000_0111_0000_0000;
	assign LG2[ 9*16+:16] = 16'b0000_0111_1000_0000;
	assign LG2[ 8*16+:16] = 16'b0000_0111_0100_0000;
	assign LG2[ 7*16+:16] = 16'b0000_0011_0100_0000;
	assign LG2[ 6*16+:16] = 16'b0000_0011_1000_0000;
	assign LG2[ 5*16+:16] = 16'b0000_0010_1000_0000;
	assign LG2[ 4*16+:16] = 16'b0000_0100_0100_0000;
	assign LG2[ 3*16+:16] = 16'b0000_0100_0010_0000;
	assign LG2[ 2*16+:16] = 16'b0000_0100_0001_0000;
	assign LG2[ 1*16+:16] = 16'b0001_1100_0000_1100;
	assign LG2[ 0*16+:16] = 16'b0000_0000_0000_0100;
	assign LG3[15*16+:16] = 16'b0000_0000_0000_0000;
	assign LG3[14*16+:16] = 16'b0000_1100_0000_0000;
	assign LG3[13*16+:16] = 16'b0001_1110_0000_0000;
	assign LG3[12*16+:16] = 16'b0000_1100_0000_0000;
	assign LG3[11*16+:16] = 16'b0000_0110_0000_0000;
	assign LG3[10*16+:16] = 16'b0000_0111_1000_0000;
	assign LG3[ 9*16+:16] = 16'b0000_0111_0100_0000;
	assign LG3[ 8*16+:16] = 16'b0000_1011_0100_0000;
	assign LG3[ 7*16+:16] = 16'b0001_0011_0000_0000;
	assign LG3[ 6*16+:16] = 16'b0000_0011_1000_0000;
	assign LG3[ 5*16+:16] = 16'b0000_0010_1000_0000;
	assign LG3[ 4*16+:16] = 16'b0000_0100_0110_0000;
	assign LG3[ 3*16+:16] = 16'b0000_0100_0001_1000;
	assign LG3[ 2*16+:16] = 16'b0000_0100_0000_1000;
	assign LG3[ 1*16+:16] = 16'b0001_1000_0001_0000;
	assign LG3[ 0*16+:16] = 16'b0000_0000_0000_0000;
	assign LG4[15*16+:16] = 16'b0000_0000_0000_0000;
	assign LG4[14*16+:16] = 16'b0000_1100_0000_0000;
	assign LG4[13*16+:16] = 16'b0001_1110_0000_0000;
	assign LG4[12*16+:16] = 16'b0000_1100_0000_0000;
	assign LG4[11*16+:16] = 16'b0000_0110_0000_0000;
	assign LG4[10*16+:16] = 16'b0000_0111_0000_0000;
	assign LG4[ 9*16+:16] = 16'b0000_0111_0000_0000;
	assign LG4[ 8*16+:16] = 16'b0000_0111_0000_0000;
	assign LG4[ 7*16+:16] = 16'b0000_0011_0000_0000;
	assign LG4[ 6*16+:16] = 16'b0000_0011_0000_0000;
	assign LG4[ 5*16+:16] = 16'b0000_0011_0000_0000;
	assign LG4[ 4*16+:16] = 16'b0000_0011_0000_0000;
	assign LG4[ 3*16+:16] = 16'b0000_0001_0000_0000;
	assign LG4[ 2*16+:16] = 16'b0000_0001_0000_0000;
	assign LG4[ 1*16+:16] = 16'b0000_0001_0000_0000;
	assign LG4[ 0*16+:16] = 16'b0000_0011_0000_0000;
	assign LG5[15*16+:16] = 16'b0000_0000_0000_0000;
	assign LG5[14*16+:16] = 16'b0000_1100_0000_0000;
	assign LG5[13*16+:16] = 16'b0001_1110_0000_0000;
	assign LG5[12*16+:16] = 16'b0000_1100_0000_0000;
	assign LG5[11*16+:16] = 16'b0000_0110_0000_0000;
	assign LG5[10*16+:16] = 16'b0000_0111_1000_0000;
	assign LG5[ 9*16+:16] = 16'b0000_0111_0100_0000;
	assign LG5[ 8*16+:16] = 16'b0000_0111_0010_0000;
	assign LG5[ 7*16+:16] = 16'b0000_1011_0000_0000;
	assign LG5[ 6*16+:16] = 16'b0000_0011_1000_0000;
	assign LG5[ 5*16+:16] = 16'b0000_0010_1000_0000;
	assign LG5[ 4*16+:16] = 16'b0000_0100_0111_0000;
	assign LG5[ 3*16+:16] = 16'b0000_0100_0000_1000;
	assign LG5[ 2*16+:16] = 16'b0001_1100_0000_0000;
	assign LG5[ 1*16+:16] = 16'b0000_0000_0000_0000;
	assign LG5[ 0*16+:16] = 16'b0000_0000_0000_0000;
	assign LG6[15*16+:16] = 16'b0000_0000_0000_0000;
	assign LG6[14*16+:16] = 16'b0000_1100_0000_0000;
	assign LG6[13*16+:16] = 16'b0001_1110_0000_0000;
	assign LG6[12*16+:16] = 16'b0000_1100_0000_0000;
	assign LG6[11*16+:16] = 16'b0000_0110_0000_0000;
	assign LG6[10*16+:16] = 16'b0000_0111_0000_0000;
	assign LG6[ 9*16+:16] = 16'b0000_0110_1000_0000;
	assign LG6[ 8*16+:16] = 16'b0000_0111_1000_0000;
	assign LG6[ 7*16+:16] = 16'b0000_0011_1000_0000;
	assign LG6[ 6*16+:16] = 16'b0000_0011_0000_0000;
	assign LG6[ 5*16+:16] = 16'b0000_0011_0000_0000;
	assign LG6[ 4*16+:16] = 16'b0000_0111_0000_0000;
	assign LG6[ 3*16+:16] = 16'b0000_0100_1000_0000;
	assign LG6[ 2*16+:16] = 16'b0000_0010_0100_0000;
	assign LG6[ 1*16+:16] = 16'b0000_1110_0010_0000;
	assign LG6[ 0*16+:16] = 16'b0000_0000_0000_0000;
	assign LG7[15*16+:16] = 16'b0000_0000_0000_0000;
	assign LG7[14*16+:16] = 16'b0000_1100_0000_0000;
	assign LG7[13*16+:16] = 16'b0001_1110_0000_0000;
	assign LG7[12*16+:16] = 16'b0000_1100_0000_0000;
	assign LG7[11*16+:16] = 16'b0000_0110_0000_0000;
	assign LG7[10*16+:16] = 16'b0000_0111_1000_0000;
	assign LG7[ 9*16+:16] = 16'b0000_0111_0100_0000;
	assign LG7[ 8*16+:16] = 16'b0000_1011_0010_0000;
	assign LG7[ 7*16+:16] = 16'b0001_0011_0010_0000;
	assign LG7[ 6*16+:16] = 16'b0000_0011_1000_0000;
	assign LG7[ 5*16+:16] = 16'b0000_0010_1000_0000;
	assign LG7[ 4*16+:16] = 16'b0000_0100_0110_0000;
	assign LG7[ 3*16+:16] = 16'b0000_0100_0011_0000;
	assign LG7[ 2*16+:16] = 16'b0000_0100_0001_0000;
	assign LG7[ 1*16+:16] = 16'b0001_1000_0010_0000;
	assign LG7[ 0*16+:16] = 16'b0000_0000_0000_0000;
	assign LG8[15*16+:16] = 16'b0000_0000_0000_0000;
	assign LG8[14*16+:16] = 16'b0000_1100_0000_0000;
	assign LG8[13*16+:16] = 16'b0001_1110_0000_0000;
	assign LG8[12*16+:16] = 16'b0000_1100_0000_0000;
	assign LG8[11*16+:16] = 16'b0000_0110_0000_0000;
	assign LG8[10*16+:16] = 16'b0000_0111_0000_0000;
	assign LG8[ 9*16+:16] = 16'b0000_0110_1000_0000;
	assign LG8[ 8*16+:16] = 16'b0000_1111_0100_0000;
	assign LG8[ 7*16+:16] = 16'b0001_0011_0100_0000;
	assign LG8[ 6*16+:16] = 16'b0000_0011_1000_0000;
	assign LG8[ 5*16+:16] = 16'b0000_0010_1000_0000;
	assign LG8[ 4*16+:16] = 16'b0000_0100_0100_0000;
	assign LG8[ 3*16+:16] = 16'b0000_1000_0010_0000;
	assign LG8[ 2*16+:16] = 16'b0000_0110_0001_0000;
	assign LG8[ 1*16+:16] = 16'b0000_0010_0011_0000;
	assign LG8[ 0*16+:16] = 16'b0000_0110_0000_0000;
	assign LG9[15*16+:16] = 16'b0000_0000_0000_0000;
	assign LG9[14*16+:16] = 16'b0000_1100_0000_0000;
	assign LG9[13*16+:16] = 16'b0001_1110_0000_0000;
	assign LG9[12*16+:16] = 16'b0000_1100_0000_0000;
	assign LG9[11*16+:16] = 16'b0000_0110_0000_0000;
	assign LG9[10*16+:16] = 16'b0000_0111_1000_0000;
	assign LG9[ 9*16+:16] = 16'b0000_0111_0100_0000;
	assign LG9[ 8*16+:16] = 16'b0000_1011_0010_0000;
	assign LG9[ 7*16+:16] = 16'b0001_0011_0010_0000;
	assign LG9[ 6*16+:16] = 16'b0000_0011_1000_0000;
	assign LG9[ 5*16+:16] = 16'b0000_0010_1000_0000;
	assign LG9[ 4*16+:16] = 16'b0000_0100_0111_0000;
	assign LG9[ 3*16+:16] = 16'b0000_0100_0000_1000;
	assign LG9[ 2*16+:16] = 16'b0000_0100_0001_0000;
	assign LG9[ 1*16+:16] = 16'b0001_1000_0000_0000;
	assign LG9[ 0*16+:16] = 16'b0000_0000_0000_0000;
	assign LGS[15*16+:16] = 16'b0000_0011_1000_0000;
	assign LGS[14*16+:16] = 16'b0000_0011_1000_0000;
	assign LGS[13*16+:16] = 16'b0000_0011_1000_0000;
	assign LGS[12*16+:16] = 16'b0000_0010_1000_0000;
	assign LGS[11*16+:16] = 16'b0000_0111_1100_0000;
	assign LGS[10*16+:16] = 16'b0000_1111_1110_0000;
	assign LGS[ 9*16+:16] = 16'b0001_1111_1111_0000;
	assign LGS[ 8*16+:16] = 16'b0001_1011_1011_0000;
	assign LGS[ 7*16+:16] = 16'b0001_1011_1011_0000;
	assign LGS[ 6*16+:16] = 16'b0001_1011_1011_0000;
	assign LGS[ 5*16+:16] = 16'b0001_0111_1101_0000;
	assign LGS[ 4*16+:16] = 16'b0000_0110_1100_0000;
	assign LGS[ 3*16+:16] = 16'b0000_0110_1100_0000;
	assign LGS[ 2*16+:16] = 16'b0000_0110_1100_0000;
	assign LGS[ 1*16+:16] = 16'b0000_1110_1110_0000;
	assign LGS[ 0*16+:16] = 16'b0001_1110_1111_0000;
endmodule
</file>
==> impl_metrics.env <==
# implementation run metrics
export IMPL_yosys_stat_chipArea_um2=3435
export IMPL_rows=39
export IMPL_postSynthSeqShare_pct=32.79
export IMPL_ys_types=28
export IMPL_grt_pass1_wl_um=11300
export IMPL_wl_per_cell_um=14.24
export IMPL_hold_viol=0
export IMPL_num_io_pins=260
export IMPL_grt_pass1_vias=2089
export IMPL_yosysTopAreaCellShare_pct=47.65
export IMPL_p_leak_uw=0.001892
export IMPL_place_area_um2=3734
export IMPL_syn_inst=373
export IMPL_cts_tree="done"
export IMPL_ys_warn_count=1
export IMPL_reg2reg_slack_ps=130
export IMPL_clockBufferDepth=2
export IMPL_vdd_drop_max_mv=0.4519
export IMPL_path_clk_slew_ps=60
export IMPL_ys_seq_elements=45
export IMPL_nFillCells=1139
export IMPL_die_w_um=128
export IMPL_areaGrowthSynthToFinish_pct=14.39
export IMPL_top_area_cell="buf_4"
export IMPL_avgSynthCellArea_um2=9.208
export IMPL_rsz0062_at_grt="no"
export IMPL_cts_buffers=5
export IMPL_avgViaCountPerCell=3.603
export IMPL_stdcell_area_um2=3929
export IMPL_fin_tns_setup_ps=0
export IMPL_ant_nets=0
export IMPL_coreArea_um2=11420
export IMPL_relSlewSlack_pct=61.88
export IMPL_outcome="complete, no violations"
export IMPL_comb_area_um2=1140
export IMPL_ctsRootBufferMaster="clkbuf_16"
export IMPL_ys_cells=373
export IMPL_grt_max_degree=43
export IMPL_cts_sinks=45
export IMPL_end_kind="output port"
export IMPL_synth_area_um2=3435
export IMPL_gp_congestion=0.9038
export IMPL_gr_total_overflow=0
export IMPL_n_antenna_cell=0
export IMPL_top_cells_by_area="buf_4, dfrtp_1, ha_1, a21oi_1, a21o_1"
export IMPL_rr_endpoint="pattern[167]"
export IMPL_setup_viol=0
export IMPL_tool_warnings=32
export IMPL_cp_required_ps=1440
export IMPL_period_used_pct=96.09
export IMPL_cp_data_arrival_time_ps=1370
export IMPL_cts_max_level=2
export IMPL_holdCritPathClass="in2async"
export IMPL_drive_above_1_share_pct=4.751
export IMPL_vias=2032
export IMPL_totalPowerFinal_uw=2953
export IMPL_max_freq_ghz=0.5782
export IMPL_edf_count=0
export IMPL_async_reset_ff_share_pct=100.0
export IMPL_antenna_found_initial=0
export IMPL_startpoint_type="flop"
export IMPL_grt_use_total_pct=8.329
export IMPL_maxSlewViolCount=0
export IMPL_tightest_slew_ps=570.7
export IMPL_worstPathMaxFanout=42
export IMPL_dr_pass1_iters=4
export IMPL_wl_um=8033
export IMPL_final_util_pct=34.41
export IMPL_holdWs_ps=38.15
export IMPL_port_buffers=120
export IMPL_finalClockSkew_ps=3.366
export IMPL_synth_top_cell_by_count="buf_4"
export IMPL_drc=0
export IMPL_drtIter0Drc=80
export IMPL_die_size_y_um=128
export IMPL_worstRegToRegCells=4
export IMPL_dp_final_hpwl_um=6870
export IMPL_maxCapViolations=0
export IMPL_fp_utilization_pct=30.08
export IMPL_regArea_um2=1127
export IMPL_synthTopCellsByCount="buf_4, dfrtp_1, a21oi_1"
export IMPL_chip_area_um2=16380
export IMPL_min_period_ps=1730
export IMPL_ys_flop_type="dfrtp_1"
export IMPL_worstSetupPathType="reg2out"
export IMPL_powerDensity_nw_per_um2=751.6
export IMPL_rr_startpoint="count[1]"
export IMPL_clk_latency_ps=280
[timing repair]
action | 4_1_cts | 5_1_grt
hold endpoints to repair | 0 | 0
setup endpoints to repair | 0 | 15
resized | 0 | 1
hold buffers | 0 | 0
setup buffers | 0 | 0
[per-layer routing]
metal	vias to the layer above	track usage, %	wire, um
li1	914	-	-
met1	923	11.00	3208
met2	188	13.26	3537
met3	7	3.189	1218
met4	0	0.7285	68
met5	-	0	0
[how the worst max path moves through the flow]
stage            start            to  cells past startpoint
6_report  pattern[233]  pattern[107]                      2
4_1_cts   pattern[217]   pattern[89]                      1
5_1_grt   pattern[233]    pattern[5]                      2
[power by group]
group / switching, uW / internal, uW / leakage, uW
combinational: 206 / 447 / 0.00127
sequential: 38.4 / 1090 / 0.000529
clock: 374 / 799 / 0.0000944
[layout by cell type, fill, tap and decap left out, drive strengths merged]
master and instances:
conb 139, clkdlybuf4s50 119, dfrtp 45, a21oi 18
nand2 15, o21ai 11, ha 9, a21o 8
nor2 7, inv 7, buf 7, nor2b 6
clkbuf 5, nand2b 4, o21bai 3, nor3 2
mux2i 2, and2 2, and3 2, bufinv 2
o2bb2ai 1, o311a 1, nand3b 1, o21a 1
or2 1, a211oi 1, a2111o 1, o211ai 1
[worst max-delay path: stages (launching register included)]
cell and delay (ps):
dfrtp_1 370, buf_12 190, clkdlybuf4s50_1 520
[cells by family (layout without fill, tap and decap cells)]
kind of cell	after synthesis	after routing	synth area share, %
and+or+nand+nor	40	40	5.647
buffers and inverters	230	140	49.11
DFF	45	45	32.79
adders and majority gates	9	9	3.279
muxes	2	2	0.5829
AOI/OAI and AO/OA	46	46	8.488
other	1	139	0.1092
[area by class of cell]
cell class                      count  area share (%)
Sequential cell                    45           28.69
Clock inverter                      3           1.752
Timing Repair Buffer              126           32.23
Multi-Input combinational cell    236           29.01
Inverter                            6          0.5732
Tap cell                          143           4.554
Clock buffer                        5           3.185
[sequential cells by signal, indices dropped and copies added (netlist names)]
signal,cells
pattern,41
count,4
[stage by stage]
step	std cells	setup WS, ps
floorplan	511	143.1
global placement	556	236.0
detailed placement	556	166.1
CTS	564	4.014
global route	564	1.897
finish	564	70.39
Power and IR drop assume default switching activity.
