===== ./run.sh =====
#!/bin/bash
# OpenROAD 26Q1-2900-gdf79404cd8, Yosys 0.63+post, stock flow scripts
make -C /OpenROAD-flow-scripts/flow DESIGN_CONFIG=/design/flow/config.mk WORK_HOME=/design/flow/orfs finish

===== ./config.mk =====
export PLATFORM = sky130hd
export DESIGN_NAME = Lab9
export DESIGN_NICKNAME = Lab9
export VERILOG_FILES = /design/flow/design.v
export SDC_FILE = /design/flow/constraint.sdc
export NUM_CORES = 4
export LEC_CHECK = 1
export CORE_UTILIZATION = 30

===== ./constraint.sdc =====
current_design Lab9

set clk_period 1.8
set clk_io_pct 0.2

create_clock -name clk0 -period $clk_period [get_ports {CLK}]

set non_clock_inputs [all_inputs -no_clocks]
set_input_delay [expr $clk_period * $clk_io_pct] -clock clk0 $non_clock_inputs
set_output_delay [expr $clk_period * $clk_io_pct] -clock clk0 [all_outputs]

===== ./design.v =====
module Lab9(CLK, RESET, LCD_ENABLE, LCD_RW, LCD_DI, LCD_CS1, LCD_CS2, LCD_RST,LCD_DATA);
	input CLK;
	input RESET;
	output LCD_ENABLE;
	output LCD_RW;
	output LCD_DI;
	output LCD_CS1;
	output LCD_CS2;
	output LCD_RST;
	output[7:0] LCD_DATA;
	reg[7:0] LCD_DATA;
	reg[7:0] UPPER_PATTERN;
	reg[7:0] LOWER_PATTERN;
	reg[1:0] LCD_SEL;
	reg[2:0] STATE;
	reg[2:0] X_PAGE;
	reg[8:1] DIVIDER;
	reg[1:0] DELAY;
	reg[7:0] INDEX, INDEX_DATA;
	reg[1:0] ENABLE;
	reg CLEAR;
	reg LCD_RW;
	reg LCD_DI;
	reg LCD_RST;
	wire LCD_CLK;
	reg LCD_CS1;
	reg LCD_CS2;
	wire LCD_ENABLE;
	reg[5:0] start;
	reg[20:0] slow;
	reg [1:0] counter;
	reg [7:0] shift_count;
	reg [2:0] addr_X;
	parameter RST = 3'd0;
	parameter ON = 3'd1;
	parameter SETZ = 3'd2;
	parameter SETY = 3'd3;
	parameter SETX = 3'd4;
	parameter WRITE_BLANK = 3'd5;
	parameter WRITE_WORDS = 3'd6;
	always@(posedge CLK or negedge RESET)
	begin
	if(!RESET)
	DIVIDER <= 8'h00;
	else
	DIVIDER <= DIVIDER + 1;
	end
	assign LCD_CLK = DIVIDER[8];
	always@(INDEX_DATA)
	begin
		case(INDEX_DATA)
		8'h00 : UPPER_PATTERN = 8'h08;  
		8'h01 : UPPER_PATTERN = 8'hF8;
		8'h02 : UPPER_PATTERN = 8'hF8;
		8'h03 : UPPER_PATTERN = 8'h88;
		8'h04 : UPPER_PATTERN = 8'h80;
		8'h05 : UPPER_PATTERN = 8'h80;
		8'h06 : UPPER_PATTERN = 8'h88;
		8'h07 : UPPER_PATTERN = 8'hF8;
		8'h08 : UPPER_PATTERN = 8'hF8;
		8'h09 : UPPER_PATTERN = 8'h08;  
		8'h0A : UPPER_PATTERN = 8'h08;
		8'h0B : UPPER_PATTERN = 8'hF8;
		8'h0C : UPPER_PATTERN = 8'hF8;
		8'h0D : UPPER_PATTERN = 8'h88;
		8'h0E : UPPER_PATTERN = 8'hC8;
		8'h0F : UPPER_PATTERN = 8'h18;
		8'h10 : UPPER_PATTERN = 8'h38;
		8'h11 : UPPER_PATTERN = 8'h08;  
		8'h12 : UPPER_PATTERN = 8'hF8;
		8'h13 : UPPER_PATTERN = 8'hF8;
		8'h14 : UPPER_PATTERN = 8'h08;
		8'h15 : UPPER_PATTERN = 8'h00;
		8'h16 : UPPER_PATTERN = 8'h00;
		8'h17 : UPPER_PATTERN = 8'h00;
		8'h18 : UPPER_PATTERN = 8'h00;
		8'h19 : UPPER_PATTERN = 8'h08;  
		8'h1A : UPPER_PATTERN = 8'hF8;
		8'h1B : UPPER_PATTERN = 8'hF8;
		8'h1C : UPPER_PATTERN = 8'h08;
		8'h1D : UPPER_PATTERN = 8'h00;
		8'h1E : UPPER_PATTERN = 8'h00;
		8'h1F : UPPER_PATTERN = 8'h00;
		8'h20 : UPPER_PATTERN = 8'h00;
		8'h21 : UPPER_PATTERN = 8'hE0;  
		8'h22 : UPPER_PATTERN = 8'hF0;
		8'h23 : UPPER_PATTERN = 8'h18;
		8'h24 : UPPER_PATTERN = 8'h08;
		8'h25 : UPPER_PATTERN = 8'h08;
		8'h26 : UPPER_PATTERN = 8'h18;
		8'h27 : UPPER_PATTERN = 8'hF0;
		8'h28 : UPPER_PATTERN = 8'hE0;
		8'h29 : UPPER_PATTERN = 8'h00;  
		8'h2A : UPPER_PATTERN = 8'h00;
		8'h2B : UPPER_PATTERN = 8'h00;
		8'h2C : UPPER_PATTERN = 8'h00;
		8'h2D : UPPER_PATTERN = 8'h00;
		8'h2E : UPPER_PATTERN = 8'h00;
		8'h2F : UPPER_PATTERN = 8'h00;
		8'h30 : UPPER_PATTERN = 8'h00;
		8'h31 : UPPER_PATTERN = 8'h08;  
		8'h32 : UPPER_PATTERN = 8'hF8;
		8'h33 : UPPER_PATTERN = 8'hF8;
		8'h34 : UPPER_PATTERN = 8'h08;
		8'h35 : UPPER_PATTERN = 8'h00;
		8'h36 : UPPER_PATTERN = 8'h00;
		8'h37 : UPPER_PATTERN = 8'h00;
		8'h38 : UPPER_PATTERN = 8'h00;
		8'h39 : UPPER_PATTERN = 8'h00;  
		8'h3A : UPPER_PATTERN = 8'hE0;
		8'h3B : UPPER_PATTERN = 8'hF0;
		8'h3C : UPPER_PATTERN = 8'h18;
		8'h3D : UPPER_PATTERN = 8'h08;
		8'h3E : UPPER_PATTERN = 8'h08;
		8'h3F : UPPER_PATTERN = 8'h18;
		8'h40 : UPPER_PATTERN = 8'h30;
		8'h41 : UPPER_PATTERN = 8'h08;  
		8'h42 : UPPER_PATTERN = 8'hF8;
		8'h43 : UPPER_PATTERN = 8'hF8;
		8'h44 : UPPER_PATTERN = 8'h08;
		8'h45 : UPPER_PATTERN = 8'h18;
		8'h46 : UPPER_PATTERN = 8'hF0;
		8'h47 : UPPER_PATTERN = 8'hE0;
		8'h48 : UPPER_PATTERN = 8'h00;
		8'h49 : UPPER_PATTERN = 8'h00;  
		endcase
	end
	always@(INDEX_DATA)
	begin
		case(INDEX_DATA)
		8'h00 : LOWER_PATTERN = 8'h08;  
		8'h01 : LOWER_PATTERN = 8'h0F;
		8'h02 : LOWER_PATTERN = 8'h0F;
		8'h03 : LOWER_PATTERN = 8'h08;
		8'h04 : LOWER_PATTERN = 8'h00;
		8'h05 : LOWER_PATTERN = 8'h00;
		8'h06 : LOWER_PATTERN = 8'h08;
		8'h07 : LOWER_PATTERN = 8'h0F;
		8'h08 : LOWER_PATTERN = 8'h0F;
		8'h09 : LOWER_PATTERN = 8'h08;  
		8'h0A : LOWER_PATTERN = 8'h08;
		8'h0B : LOWER_PATTERN = 8'h0F;
		8'h0C : LOWER_PATTERN = 8'h0F;
		8'h0D : LOWER_PATTERN = 8'h08;
		8'h0E : LOWER_PATTERN = 8'h09;
		8'h0F : LOWER_PATTERN = 8'h0C;
		8'h10 : LOWER_PATTERN = 8'h0E;
		8'h11 : LOWER_PATTERN = 8'h08;  
		8'h12 : LOWER_PATTERN = 8'h0F;
		8'h13 : LOWER_PATTERN = 8'h0F;
		8'h14 : LOWER_PATTERN = 8'h08;
		8'h15 : LOWER_PATTERN = 8'h08;
		8'h16 : LOWER_PATTERN = 8'h08;
		8'h17 : LOWER_PATTERN = 8'h08;
		8'h18 : LOWER_PATTERN = 8'h0C;
		8'h19 : LOWER_PATTERN = 8'h08;  
		8'h1A : LOWER_PATTERN = 8'h0F;
		8'h1B : LOWER_PATTERN = 8'h0F;
		8'h1C : LOWER_PATTERN = 8'h08;
		8'h1D : LOWER_PATTERN = 8'h08;
		8'h1E : LOWER_PATTERN = 8'h08;
		8'h1F : LOWER_PATTERN = 8'h08;
		8'h20 : LOWER_PATTERN = 8'h0C;
		8'h21 : LOWER_PATTERN = 8'h03;  
		8'h22 : LOWER_PATTERN = 8'h07;
		8'h23 : LOWER_PATTERN = 8'h0C;
		8'h24 : LOWER_PATTERN = 8'h08;
		8'h25 : LOWER_PATTERN = 8'h08;
		8'h26 : LOWER_PATTERN = 8'h0C;
		8'h27 : LOWER_PATTERN = 8'h07;
		8'h28 : LOWER_PATTERN = 8'h03;	
		8'h29 : LOWER_PATTERN = 8'h00;  
		8'h2A : LOWER_PATTERN = 8'h00;
		8'h2B : LOWER_PATTERN = 8'h00;
		8'h2C : LOWER_PATTERN = 8'h00;
		8'h2D : LOWER_PATTERN = 8'h00;
		8'h2E : LOWER_PATTERN = 8'h00;
		8'h2F : LOWER_PATTERN = 8'h00;
		8'h30 : LOWER_PATTERN = 8'h00;
		8'h31 : LOWER_PATTERN = 8'h08;  
		8'h32 : LOWER_PATTERN = 8'h0F;
		8'h33 : LOWER_PATTERN = 8'h0F;
		8'h34 : LOWER_PATTERN = 8'h08;
		8'h35 : LOWER_PATTERN = 8'h08;
		8'h36 : LOWER_PATTERN = 8'h08;
		8'h37 : LOWER_PATTERN = 8'h08;
		8'h38 : LOWER_PATTERN = 8'h0C;
		8'h39 : LOWER_PATTERN = 8'h00;  
		8'h3A : LOWER_PATTERN = 8'h03;
		8'h3B : LOWER_PATTERN = 8'h07;
		8'h3C : LOWER_PATTERN = 8'h0C;
		8'h3D : LOWER_PATTERN = 8'h08;
		8'h3E : LOWER_PATTERN = 8'h08;
		8'h3F : LOWER_PATTERN = 8'h0C;
		8'h40 : LOWER_PATTERN = 8'h06;
		8'h41 : LOWER_PATTERN = 8'h08;  
		8'h42 : LOWER_PATTERN = 8'h0F;
		8'h43 : LOWER_PATTERN = 8'h0F;
		8'h44 : LOWER_PATTERN = 8'h08;
		8'h45 : LOWER_PATTERN = 8'h0C;
		8'h46 : LOWER_PATTERN = 8'h07;
		8'h47 : LOWER_PATTERN = 8'h03;
		8'h48 : LOWER_PATTERN = 8'h00;
		8'h49 : LOWER_PATTERN = 8'h00;  
		endcase
	end
	assign LCD_ENABLE = (counter == 2'd1) ? 1 : 0;
	always@(negedge LCD_CLK or negedge RESET)begin
		if(!RESET)
			counter <= 2'b0;
		else
			counter <= counter + 1;
	end
	always@(negedge LCD_CLK or negedge RESET)begin
		if(!RESET)begin
			INDEX <= 8'b0;
		end
		else begin
			if(counter == 2'd3) begin
				if(STATE == WRITE_BLANK)
					if(addr_X == 3'd3 || addr_X == 3'd4)
						INDEX <= (INDEX == 8'd127) ? 8'b0 : INDEX + 1;
					else
						INDEX <= (INDEX == 8'd63) ? 8'b0 : INDEX + 1;
				else if(STATE == WRITE_WORDS)
					INDEX <= (INDEX == 8'd127) ? 8'b0 : INDEX + 1;
				else
					INDEX <= 8'b0;
			end
		end
	end
	always@(negedge LCD_CLK or negedge RESET)begin
		if(!RESET)begin
			STATE <= RST;
			addr_X <= 0;
			shift_count <= 8'd127;
			INDEX_DATA <= 8'd0;
		end
		else begin
			case(STATE)
			RST: begin
				INDEX_DATA <= 8'd0;
				addr_X <= 0;
				if(counter == 2'd3)
					STATE <= ON;
			end
			ON: begin
				INDEX_DATA <= 8'd0;
				addr_X <= 0;
				if(counter == 2'd3)
					STATE <= SETZ;
			end
			SETZ: begin
				INDEX_DATA <= 8'd0;
				addr_X <= 0;
				if(counter == 2'd3)
					STATE <= SETY;
			end
			SETY: begin
				INDEX_DATA <= 8'd0;
				addr_X <= 0;
				if(counter == 2'd3)
					STATE <= SETX;
			end
			SETX: begin
				if(counter == 2'd3)
					if(shift_count < 8'd183 || (addr_X != 3'd3 && addr_X != 3'd4) ) begin
						STATE <= WRITE_BLANK;
						INDEX_DATA <= 8'd0;
						end
					else begin
						STATE <= WRITE_WORDS;
						INDEX_DATA <= ~shift_count + 1;
					end
			end
			WRITE_BLANK: begin
				INDEX_DATA <= 8'd0;
				if(counter == 2'd3) begin
					if(addr_X == 3'd3) begin
						if(INDEX == 8'd127) begin
							STATE <= SETX;
							addr_X <= addr_X +  1;
						end
						else if(INDEX == shift_count) begin
							STATE <= WRITE_WORDS;
						end
					end
					else if(addr_X == 3'd4) begin
						if(INDEX == 8'd127) begin
							STATE <= SETX;
							addr_X <= addr_X +  1;
							if(shift_count== 8'd183) 
								shift_count <= 8'd127;
							else	
								shift_count <= shift_count-1;
						end
						else if(INDEX == shift_count) begin
							STATE <= WRITE_WORDS;
						end
					end
					else begin
						if(INDEX == 8'd63) begin
							STATE <= SETX;
							addr_X <= (addr_X == 3'd7) ? 3'd0 : addr_X +  1;
						end
					end
				end
			end
			WRITE_WORDS: begin
				if(counter == 2'd3) begin
					if(addr_X == 3'd3) begin
						if(INDEX == 8'd127) begin
							STATE <= SETX;
							addr_X <= addr_X +  1;
						end
						else if(INDEX_DATA == 8'h49) begin
							STATE <= WRITE_BLANK;
						end
						else INDEX_DATA <= INDEX_DATA+1;
					end
					else if(addr_X == 3'd4) begin
						if(INDEX == 8'd127) begin
							STATE <= SETX;
							addr_X <= addr_X +  1;
							if(shift_count== 8'd183) 
								shift_count <= 8'd127;
							else	
								shift_count <= shift_count-1;
						end
						else if(INDEX_DATA == 8'h49) begin
							STATE <= WRITE_BLANK;
						end
						else INDEX_DATA <= INDEX_DATA+1;
					end
				end
			end
			default: begin	
				shift_count <= 8'd0;
				INDEX_DATA <= 8'd0;
				addr_X <= 0;
				STATE <= RST;
			end
		endcase
		end
	end
	always@(*) begin
		case(STATE)
			RST: begin
				LCD_CS1 = 1'b1;
				LCD_CS2 = 1'b1;
				LCD_RW = 1'b0;
				LCD_DI = 1'b0;
				LCD_RST = 1'b0;
				LCD_DATA = 8'b0;
			end
			ON: begin
				LCD_CS1 = 1'b1;
				LCD_CS2 = 1'b1;
				LCD_RW = 1'b0;
				LCD_DI = 1'b0;
				LCD_RST = 1'b1;
				LCD_DATA = 8'b00111111;
			end
			SETZ: begin
				LCD_CS1 = 1'b1;
				LCD_CS2 = 1'b1;
				LCD_RW = 1'b0;
				LCD_DI = 1'b0;
				LCD_RST = 1'b1;
				LCD_DATA = 8'b11000000;
			end
			SETY: begin
				LCD_CS1 = 1'b1;
				LCD_CS2 = 1'b1;
				LCD_RW = 1'b0;
				LCD_DI = 1'b0;
				LCD_RST = 1'b1;
				LCD_DATA = 8'b01000000;
			end
			SETX: begin
				LCD_CS1 = 1'b1;
				LCD_CS2 = 1'b1;
				LCD_RW = 1'b0;
				LCD_DI = 1'b0;
				LCD_RST = 1'b1;
				LCD_DATA = {5'b10111,addr_X};
			end
			WRITE_BLANK: begin
				LCD_RW = 1'b0;
				LCD_DI = 1'b1;
				LCD_RST = 1'b1;
				LCD_DATA = 8'b00000000;
				if(addr_X == 3'd3) begin
					LCD_CS1 = (INDEX < 8'd64) ? 1'b1 : 1'b0;
					LCD_CS2 = (INDEX < 8'd64) ? 1'b0 : 1'b1;
				end
				else if(addr_X == 3'd4) begin
					LCD_CS1 = (INDEX < 8'd64) ? 1'b1 : 1'b0;
					LCD_CS2 = (INDEX < 8'd64) ? 1'b0 : 1'b1;
				end
				else begin
					LCD_CS1 = 1'b1;
					LCD_CS2 = 1'b1;
				end
			end
			WRITE_WORDS: begin
				LCD_RW = 1'b0;
				LCD_DI = 1'b1;
				LCD_RST = 1'b1;
				if(addr_X == 3'd3) begin
					LCD_DATA = UPPER_PATTERN;
					LCD_CS1 = (INDEX < 8'd64) ? 1'b1 : 1'b0;
					LCD_CS2 = (INDEX < 8'd64) ? 1'b0 : 1'b1;
				end
				else if(addr_X == 3'd4) begin
					LCD_DATA = LOWER_PATTERN;
					LCD_CS1 = (INDEX < 8'd64) ? 1'b1 : 1'b0;
					LCD_CS2 = (INDEX < 8'd64) ? 1'b0 : 1'b1;
				end
				else begin
					LCD_DATA = 8'b0;
					LCD_CS1 = 1'b1;
					LCD_CS2 = 1'b1;
				end
			end
			default: begin
				LCD_CS1 = 1'b1;
				LCD_CS2 = 1'b1;
				LCD_RW = 1'b0;
				LCD_DI = 1'b0;
				LCD_RST = 1'b0;
				LCD_DATA = 8'b0;
			end
		endcase
	end
endmodule

==> impl_metrics.json <==
{
  "synth-simple-area-share_pct": 24.23,
  "finalPower_uw": 567.4,
  "finalHoldViolations": 0,
  "grtUsageTotal_pct": 14.68,
  "worstReg2RegStart": "DIVIDER[1]",
  "synthFlopType": "dfrtn_1",
  "whs_ns": 0.4709,
  "cts_buffer_depth": 2,
  "postRouteAntennaNets": 0,
  "finalSetupTns_ns": 0,
  "io_buffers": 14,
  "drcViolationCount": 0,
  "crit_start": "DIVIDER[1]",
  "grt_pass1_vias": 3158,
  "fin_util_pct": 33.31,
  "ys_ff": 53,
  "worst_hold_path.endpoint": "DIVIDER[8]",
  "path_max_fanout": 4,
  "hold_path.class": "register to register",
  "outcome": "complete, no violations",
  "area_growth_pct": 7.754,
  "skew_ns": 0.002472,
  "postCtsSetupRepairBufs": 0,
  "post-route-min-period_ns": 1.134,
  "syn_inst": 445,
  "reg2reg_depth": 4,
  "ys_cells": 445,
  "synthAdderAreaFrac_pct": 4.679,
  "worst_slew_pin_slew_ns": 0.9640,
  "htree_levels": 1,
  "leakage_nw": 1.676,
  "power_density_nw_per_um2": 140.7,
  "cpLargestDelayFamily": "flip-flops",
  "async_flop_share_pct": 83.02,
  "unclocked_pins": 45,
  "cp_slowest_cell": "dfrtp_1",
  "rsz0062_at_grt": "no",
  "post_drt_wl_per_cell_um": 14.90,
  "dieArea_um2": 12930,
  "yosys_warnings": 1,
  "gp_congestion": 0.9308,
  "r2r_slack_ns": 0.67,
  "io_pins": 16,
  "path_clk_slew_ns": 0.04,
  "grt_pass1_wl_um": 15580,
  "grt_remaining_overflow": 0,
  "edf_count": 0,
  "ir_worst_vdd_mv": 0.6593,
  "r2r_end": "DIVIDER[7]",
  "drive_gt1_share_pct": 7.621,
  "openroad.warnings": 32,
  "critPathKind": "register to register",
  "n_antenna_cell": 0,
  "first_pass_iters": 5,
  "grt_max_degree": 37,
  "critical_path_required_ns": 1.95,
  "cts_tree": "done",
  "crit_chain": "ha_1, and3_1, nand3_1, xnor2_1",
  "drv_cap": 0,
  "fin_crit_sh_pct": 62.99,
  "end_kind": "register",
  "antenna_found_initial": 0,
  "avgViaCountPerCell": 5.557,
  "crit_arrival_ns": 1.28,
  "critPathMaxStageDelay_ns": 0.40,
  "slew_viol_final": 0,
  "fmax_mhz": 881.9,
  "ys_chip_area_um2": 3744,
  "synthesis.area_um2": 3744,
  "vias": 3340,
  "cts_buffers": 3,
  "startpoint_type": "register",
  "logic_family": "simple AND/OR/NAND/NOR gates",
  "hold_start": "DIVIDER[8]",
  "setup_viol": 0,
  "fp-row-count": 40,
  "path_buffers": 0,
  "ys_sh_xor_pct": 4.679,
  "coreArea_um2": 12110,
  "wl_um": 8956,
  "yosys.area_share.aoi_pct": 23.70,
  "avgSynthCellArea_um2": 8.413,
  "drtIter0Drc": 241,
  "relSlewSlack_pct": 35.30,
  "hpwlAfterDp_um": 6448,
  "die_h_um": 113.7,
  "min_path_cells": 1,
  "fp-utilization_pct": 30.91,
  "untimed_endpoints": 58,
  "ys_sh_mux_pct": 2.574,
  "dieWidth_um": 113.7,
  "worstSkewPairLatency_ns": 0.23,
  "cts-root-buf": "clkbuf_16",
  "synth.distinct_cells": 81
}
==> cell type report <==
class / count / area (um^2)
fillers: 1255 / 8078
well taps: 168 / 210.2
multi-input cells: 335 / 2245
clock buffers: 3 / 75.07
inverters: 24 / 90.09
flip-flops and latches: 53 / 1246
repair buffers: 18 / 167.7
==> cell families (layout without fill, tap and decap cells) <==
logic type / after synthesis / after routing
buffers and inverters: 57 / 45
DFF: 44 / 44
other: 1 / 1
latches: 9 / 9
and+or+nand+nor: 162 / 162
muxes: 9 / 9
adders and majority gates: 14 / 14
xor gates and xnor gates: 20 / 20
AOI/OAI and AO/OA: 129 / 129
==> per-stage QoR <==
step | instance area [um^2] | setup WS (ns) | instances
after floorplan | 3744 | 0.7379 | 445
after CTS | 4034 | 0.6653 | 601
after global placement | 3949 | 0.7112 | 597
final | 4034 | 0.6661 | 601
after detailed placement | 3949 | 0.6990 | 597
after global routing | 4034 | 0.5862 | 601
==> routing by layer <==
| layer | track usage, % | share of wire, % | vias to the layer above |
|---|---|---|---|
| li1 | - | - | 1628 |
| met1 | 23.34 | 49 | 1596 |
| met2 | 22.97 | 45 | 108 |
| met3 | 0.8663 | 4.9 | 8 |
| met4 | 1.930 | 1.0 | 0 |
| met5 | 0 | 0 | - |
==> worst max-delay path by stage <==
stage,slack [ns],to,cells after the start
CTS,0.67,DIVIDER[7],4
global route,0.59,DIVIDER[7],4
finish,0.67,DIVIDER[7],4
==> cells in the final DEF, fill, tap and decap left out, types with 5 or more instances in the layout <==
master,instances
a211oi_1,5
nand4_1,13
nand3_1,22
nor2_1,23
dfrtn_1,28
nand2b_1,6
nor4_1,5
nor2b_1,5
dfrtp_1,8
nand2_1,33
and3_1,8
xnor2_1,16
a21oi_1,19
dfstp_2,8
ha_1,14
o21ai_0,28
inv_1,22
o211ai_1,5
clkdlybuf4s50_1,13
dlxtn_1,9
mux2_2,5
o22ai_1,5
a31oi_1,6
a21o_1,9
o31ai_1,6
nor3_1,14
==> flip-flops by register name, indices dropped and copies added (netlist names), named ones only <==
name and flops:
counter 2, shift_count 8, LOWER_PATTERN 4, DIVIDER 8, addr_X 3, STATE 4
INDEX_DATA 8, INDEX 8, UPPER_PATTERN 5
==> where the power goes <==
group | switching [mW] | total [mW] | internal [mW]
clock network | 0.0768 | 0.362 | 0.285
logic | 0.0193 | 0.0229 | 0.00360
registers | 0 | 0.182 | 0.182
total | 0.0962 | 0.567 | 0.471
==> cells in the mapped netlist, types with 13 or more instances <==
library cell,instances,area share (%)
inv_1,22,2.2
nor2_1,23,2.3
ha_1,14,4.7
dfrtn_1,28,19
nand4_1,13,2.2
nor3_1,14,1.9
a21oi_1,19,2.5
xnor2_1,16,3.7
nand3_1,22,2.9
nand2_1,33,3.3
o21ai_0,28,3.7
clkbuf_1,17,1.7
==> repair_timing <==
item | CTS | global route
hold endpoints to repair | 8 | 0
resized | 0 | 0
hold buffers | 1 | 0
Power figures rest on the tool's default switching activity, not on a simulated workload.
