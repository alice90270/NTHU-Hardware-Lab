==> design.v <==
`timescale 1ns / 1ps
module Lab3_1(cout, outputs,inputs,en,dir);
input en;
input dir;
input [3:0]inputs;
output [3:0]outputs;
output cout;
reg[3:0] outputs;
reg cout;
	always@(inputs or en or dir)
	begin
	if(en==0)
		begin
		outputs=inputs;
		cout=0;
		end
	else 
		begin
		if(dir==1)	 
			begin
			if(inputs>=4'b1001) 
				begin
				if(inputs==4'b1001) cout=1;
				else	cout=0;
				outputs=4'b0000;
				end
			else
				begin
				outputs=inputs+1;
				cout=0;
				end
			end
		if(dir==0)	 
			begin
			if(inputs==4'b0000) 
				begin
				cout=1;
				outputs=4'b1001;
				end
			else if(inputs>4'b1001) 
				begin
				cout=0;
				outputs=4'b0000;
				end
			else
				begin
				outputs=inputs-1;
				cout=0;
				end
			end
		end
	end
endmodule
`timescale 1ns / 1ps
module Lab3_2(cout, BCD, dir, en, reset, clk );
input en, dir, reset, clk;
output reg[3:0] BCD;
output cout;
wire[3:0] outputs;
Lab3_1 counter(.cout(cout), .outputs(outputs),.inputs(BCD),.en(en),.dir(dir));
always@ (posedge clk or negedge reset)
begin
	if(reset==0) BCD=0;
	else BCD=outputs;
end
endmodule
`timescale 1ns / 1ps
module Lab4_1(BCD0,BCD1,dir,en,reset,clk);
input clk;
input reset;
input en;
input dir;
wire  cout_en;
wire cout;
output [3:0]BCD0;
output [3:0]BCD1;
Lab3_2 one_digitBCD1(.cout(cout_en), .BCD(BCD0), .dir(dir), .en(en), .reset(reset), .clk(clk));
Lab3_2 one_digitBCD2(.cout(cout), .BCD(BCD1), .dir(dir), .en(cout_en), .reset(reset), .clk(clk));
endmodule
`timescale 1ns / 1ps
module Lab5(DIGIT, DISPLAY, max, min, clk, reset, en, speed, mode);
     input clk;
     input reset;
     input en;
     input speed;
     input mode;
     output [3:0] DIGIT;
     output [7:0] DISPLAY;
     output max;
     output min;
     wire clk24;
     wire clk22;    
     wire clk15;
     wire mux_ppc_speed;
     wire db_ppc_reset;
     wire db_ppc_en;
     wire [3:0] BCD0_7;
     wire [3:0] BCD1_7;
	  reg min_flag,max_flag;
	  wire max,min;
     clk_divider15 clk_15(.clk_div(clk15), .clk(clk));
     clk_divider22 clk_22(.clk_div(clk22), .clk(clk));
     clk_divider24 clk_24(.clk_div(clk24), .clk(clk));
     mux choose_speed(.speed(mux_ppc_speed),.select(speed),.a(clk22),.b(clk24));
     debounce db1(.pb_debounced(db_ppc_reset), .pb(reset), .clk(clk15));
     debounce db2(.pb_debounced(db_ppc_en), .pb(en), .clk(clk15));
     pingpong_counter ppc(.BCD0(BCD0_7),.BCD1(BCD1_7), .max(max), .min(min),.reset(db_ppc_reset),.en(db_ppc_en),.speed(mux_ppc_speed),.mode(mode));
     sevenSegement segment7(.DISPLAY(DISPLAY),.DIGIT(DIGIT),.BCD0(BCD0_7),.BCD1(BCD1_7),.clk(clk15));
endmodule
module pingpong_counter(BCD0,BCD1, max, min,reset,en,speed,mode);
     output [3:0] BCD0,BCD1;
	  output max, min;
     input reset,en,speed,mode;
	  reg dir;
	  reg pause;
	  reg max, min;
	  Lab4_1 two_digitBCD(.BCD0(BCD0),.BCD1(BCD1),.dir(dir),.en(pause),.reset(reset),.clk(speed));
	  always @(negedge en)
	  begin
			pause=~pause;
	  end
	  always @(posedge speed)
	  begin
	  max=0;
	  min=0;
		if(mode==1) 
		begin
			if(BCD0==4'd8 && BCD1==4'd9) dir=0; 
			else if(BCD0==4'd0 && BCD1==4'd9) 
			begin
				max = 1;
				min = 0;
			end
			else if(BCD0==4'd1 && BCD1==4'd0) dir=1; 
			else if(BCD0==4'd0 && BCD1==4'd0)
			begin
				max = 0;
				min = 1;
			end
		end
		if(mode==0) 
		begin
			if(BCD0==4'd0 && BCD1==4'd6) 
			begin	
				max = 1;
				min = 0;
			end
			else if(BCD0==4'd9 && BCD1==4'd5)dir=0; 
			else if(BCD0==4'd0 && BCD1==4'd0)  
			begin
				max = 0;
				min = 1;
			end
			else if(BCD0==4'd1 && BCD1==4'd0)dir=1; 
			else 
			begin
				max=0;
				min=0;
			end
		end
	  end
endmodule
module mux (speed,select,a,b);
     input a, b, select;
     output reg speed;
	  always@ (select)
	  begin
	  if(select==1) speed=a;
	  else speed=b;
	 end
endmodule
module debounce(pb_debounced, pb, clk);
     output pb_debounced;      
     input pb;      				 
     input clk;
     reg[3:0] shift_reg;       
     always@(posedge clk)
          begin
          shift_reg[3:1] <= shift_reg[2:0];
          shift_reg[0] <= pb;
          end
     assign pb_debounced= ((shift_reg== 4'b0000) ? 1'b0 : 1'b1);
endmodule
module clk_divider24(clk_div, clk);
input clk;
output clk_div;
reg[23:0] num;
wire[23:0] next_num;
     always@(posedge clk)
          begin
          num<= next_num;
          end
     assign next_num= num+ 1;
     assign clk_div= num[23];
endmodule
module clk_divider22(clk_div, clk);
input clk;
output clk_div;
reg[21:0] num;
wire[21:0] next_num;
     always@(posedge clk)
          begin
          num<= next_num;
          end
     assign next_num= num+ 1;
     assign clk_div= num[21];
endmodule
module clk_divider15(clk_div, clk);
input clk;
output clk_div;
reg[14:0] num;
wire[14:0] next_num;
     always@(posedge clk)
          begin
          num<= next_num;
          end
     assign next_num= num+ 1;
     assign clk_div= num[14];
endmodule
module sevenSegement(DISPLAY,DIGIT,BCD0,BCD1,clk);
output reg [3:0] DIGIT;
output [7:0] DISPLAY;
input[3:0] BCD0;
input[3:0]BCD1;
input clk;
reg[3:0] value;
	always @ ( posedge clk) 
	begin
		case(DIGIT)
			4'b1110: 
			begin
			value <= BCD1;
			DIGIT <= 4'b1101;
			end
			4'b1101: begin
			value <= BCD0;
			DIGIT <= 4'b1110;
			end
			default begin
			DIGIT <= 4'b1110;
			end
		endcase
	end
assign DISPLAY = (value==4'd0) ? 8'b00000011 :
	(value==4'd1) ? 8'b10011111 :
	(value==4'd2) ? 8'b00100100 :
	(value==4'd3) ? 8'b00001100 :
	(value==4'd4) ? 8'b10011000 :
	(value==4'd5) ? 8'b01001000 :
	(value==4'd6) ? 8'b01000000 :
	(value==4'd7) ? 8'b00011111 :
	(value==4'd8) ? 8'b00000000 :
	(value==4'd9) ? 8'b00001000 :
	8'b11111111 ;	
endmodule
==> config.mk <==
export PLATFORM = sky130hd
export DESIGN_NAME = Lab5
export DESIGN_NICKNAME = Lab5
export VERILOG_FILES = /design/flow/design.v
export SDC_FILE = /design/flow/constraint.sdc
export NUM_CORES = 4
export LEC_CHECK = 1
export CORE_UTILIZATION = 40
==> run.sh <==
#!/bin/bash
# OpenROAD 26Q1-2900-gdf79404cd8, Yosys 0.63+post, stock flow scripts
make -C /OpenROAD-flow-scripts/flow DESIGN_CONFIG=/design/flow/config.mk WORK_HOME=/design/flow/orfs finish
==> constraint.sdc <==
current_design Lab5

set clk_period 3.6
set clk_io_pct 0.2

create_clock -name clk0 -period $clk_period [get_ports {clk}]

set non_clock_inputs [all_inputs -no_clocks]
set_input_delay [expr $clk_period * $clk_io_pct] -clock clk0 $non_clock_inputs
set_output_delay [expr $clk_period * $clk_io_pct] -clock clk0 [all_outputs]
==> results.json <==
{
  "switching_power_mw": 0.235,
  "fp_util_pct": 41.9,
  "post-cts-setup-buffers": 0,
  "simple_gate_area_share_pct": 19.6,
  "top_logic_kind": "simple AND/OR/NAND/NOR gates",
  "pwr_density_cell_mw_per_mm2": 278,
  "grt_pass1_wl_um": 9920,
  "synthToLayoutAreaGrowth_pct": 11.9,
  "hold_viol_final": 0,
  "worst_slack_ns": 2.01,
  "setup_viol": 0,
  "finClkSkew_ns": 0.00371,
  "drv_slew": 0,
  "largest_register_ffs": 24,
  "yosysCellCount": 402,
  "worstPathCellList": "ha_1 > nand4_1 > nor4_2 > nand4_1 > xnor2_1",
  "status": "completed",
  "relSlewSlack_pct": 62.2,
  "grt_start_max_net_pins": 16,
  "crit_buf_inv": 0,
  "rsz0062_at_grt": "false",
  "fin_setup_tns_ns": 0,
  "viasPerCell": 4.69,
  "syn_avg_cell_area_um2": 9.76,
  "hold_ws_ns": 0.398,
  "tightest_slew_ns": 0.566,
  "power_mw": 1.22,
  "critPathKind": "reg2reg",
  "wire_per_inst_um": 10.5,
  "synthDistinctLibCells": 57,
  "clk_latency_ns": 0.33,
  "unclocked_regs": 35,
  "vias": 2615,
  "grt.overflow.total": 0,
  "max_freq_mhz": 627,
  "dr.pass1.iters": 4,
  "crit_arrival_ns": 1.81,
  "gp_congestion": 0.843,
  "reg_top3": "clk_24.num: 24 flops, clk_22.num: 22 flops, clk_15.num: 15 flops",
  "p_leak_nw": 1.74,
  "ff_type": "dfxtp_1",
  "ys_sh_aoi_pct": 9.18,
  "hpwl_um": 4320,
  "cts_tree": "built",
  "crit_required_ns": 3.82,
  "cp_slowest_cell": "dfxtp_1",
  "die_area_mm2": 0.0102,
  "place_ws_ns": 2.01,
  "grt_pass1_vias": 2261,
  "portBuffers": 16,
  "adder_share_pct": 4.14,
  "top_register": "clk_24.num",
  "globalRouteTotalUtil_pct": 12.2,
  "n_antenna_cell": 0,
  "final_cell_area_mm2": 0.00439,
  "holdCritPathClass": "reg2reg",
  "enable_flop_cells": 4,
  "dpl_cell_area_mm2": 0.00421,
  "fp.dieW_um": 101,
  "max-cap-violations": 0,
  "rows": 35,
  "utilization_pct": 46.9,
  "cpMostUsedCell": "nand4_1",
  "xor_share_pct": 12.3,
  "synth_area_mm2": 0.00393,
  "swShare_pct": 19.3,
  "clk_pin_slew_ns": 0.06,
  "ant_nets": 0,
  "critPathMaxFanout": 5,
  "p_int_mw": 0.985,
  "pwr-share-clk_pct": 43.8,
  "cp_top_family": "simple AND/OR/NAND/NOR gates",
  "drive_gt1_share_pct": 6.31,
  "power.share.sequential_pct": 55.6,
  "cts_resized": 0,
  "cp-start-kind": "flop",
  "routed_wl_um": 5830,
  "instances_no_fill": 557,
  "core_mm2": 0.00937,
  "period_minus_slack_ns": 1.59,
  "dieHeight_um": 101,
  "h-tree-depth": 3,
  "dp_cells": 542,
  "end_kind": "flop",
  "numCtsBuffers": 9,
  "synthCells": 402,
  "async_flop_share_pct": 8.33,
  "timing.final.crit_share_pct": 44.3,
  "ioPinCount": 19,
  "drc": 0,
  "vdd_ir_drop_max_mv": 0.261,
  "yosys_area_mm2": 0.00393,
  "power_frac_comb_pct": 0.5,
  "untimed_endpoints": 51,
  "mux_area_share_pct": 0.797,
  "hold_buffers": 0,
  "critical_path.max_stage_delay_ns": 0.37,
  "drt_iter0_markers": 66,
  "root_buffer": "clkbuf_8",
  "antenna_found_initial": 0,
  "tool_warnings": 32,
  "clk_path_buf_depth": 2,
  "synth-seq-cells": 96,
  "ys_warn_count": 9
}
## layout make-up
class                   instances  area (um2)
fillers                       878        4980
flip-flops and latches         96        1960
multi-input cells             277        1850
clock buffers                  14         173
well taps                     129         161
repair buffers                 16         160
inverters                      24        90.1
clock inverters                 1        5.00
## path summary, 6_finish.rpt
path / end / cells after the start / from / slack [ns]
max: clk_24.num[18] / 5 / clk_24.num[0] / 2.01
min reg2reg: clk_15.num[0] / 1 / clk_15.num[0] / 0.40
min: clk_15.num[0] / 1 / clk_15.num[0] / 0.40
max reg2reg: clk_24.num[18] / 5 / clk_24.num[0] / 2.01
## logic make-up (layout without fill, tap and decap cells)
group,after synthesis,in the layout
compound gates,58,58
flops,87,87
xor+xnor,55,55
latches,9,9
simple gates,137,137
other cells,2,11
mux,3,3
fa+ha+maj,13,13
buf+inv,38,55
## cells in the mapped netlist (all sizes together), types with 2 or more instances
cell type  count  area share, %
a21o           2           0.38
nor4           5            1.5
nand2         32            3.1
dfxtp         75             38
dfrtp          8            5.1
and3           6           0.96
nand3         24            3.3
xnor2         34            7.6
conb           2           0.19
a21oi         15            1.9
nand2b         2           0.32
a2111oi        2           0.45
dlxtn          9            3.4
a211oi         2           0.38
nor3          12            1.8
clkbuf         9           0.86
and4           5            1.2
nor3b          3           0.70
ha            13            4.1
nand4         10            2.1
o211ai         4           0.77
edfxtp         4            3.1
and2           3           0.48
a31oi          3           0.48
nor2          27            2.6
o21ai         18            2.3
o22ai          2           0.32
mux2i          2           0.51
nor2b          2           0.32
inv           24            2.3
o221ai         2           0.45
or3            2           0.45
xor2          21            4.7
buf            5           0.83
## per-layer routing
layer	vias to the layer above	share of wire, %	global-route usage (%)
met4	0	3.0	2.90
li1	1405	-	-
met2	35	42	18.1
met5	-	0	0
met1	1161	52	19.5
met3	14	3.0	1.55
## placed cells by master (no fill, tap or decap), types with 12 or more instances in the layout
cell type,Yosys,routed
o21ai_0,18,18
ha_1,13,13
clkdlybuf4s50_1,0,16
nor2_1,27,27
nand2_1,32,32
a21oi_1,15,15
clkbuf_8,0,12
xor2_1,21,21
inv_1,24,24
xnor2_1,34,34
nand3_1,22,22
dfxtp_1,75,75
## power groups by stage
stage | registers (mW) | clock network, mW | logic, mW
4_1_cts | 0.679 | 0.552 | 0.00670
6_report | 0.679 | 0.535 | 0.00646
5_1_grt | 0.678 | 0.583 | 0.00751
Power figures rest on the tool's default switching activity, not on a simulated workload.
